==> /design/flow/design.v <==
module SME(clk,reset,chardata,isstring,ispattern,valid,match,match_index);
input clk;
input reset;
input [7:0] chardata;
input isstring;
input ispattern;
output reg match;
output reg [4:0] match_index;
output reg  valid;
reg [7:0]Str[33:0];
reg [7:0]pattern[7:0];
reg [5:0]s_len,s_index;
reg [3:0]p_len,p_index;
reg [2:0]state;
reg space_start;   
reg new_string;
parameter space = 7'd 32;
always@(posedge clk)begin
    if(reset)begin
        state <= 0;
        space_start <= 0;  
        new_string <= 0;
        s_len <= 1;
        s_index <= 0;
        p_len <= 0;
        p_index <= 0;
        match <= 0;
        valid <= 0;
    end
    else if(isstring)begin
        if(new_string == 1)begin
            valid <= 0;
            s_len <= 2;
            Str[1] <= chardata ;
            new_string <= 0;  
        end
        else begin
            Str[s_len] <= chardata ;
            s_len <= s_len + 1;
        end       
    end 
    else if(ispattern)begin
        valid <= 0;
        if(chardata ==  94 || chardata ==  36 )begin  
            pattern[p_len] <= space ;
            if(chardata == 94)                   
                space_start <= 1;  
        end    
        else   
            pattern[p_len] <= chardata ;
        p_len <= p_len + 1;
    end 
    else begin
        case(state)
            0:begin
                Str[0]     <= space ;
                Str[s_len] <= space ;  
                state <= state + 1;
              end
            1:begin  
                if( (s_index == 0 && space_start == 1 )  ||  
                    (s_index != 0 && ( pattern[p_index] == Str[s_index] ||  pattern[p_index] == 46 )))begin   
                    p_index <= p_index + 1 ;
                    s_index <= s_index + 1 ;
                    if(p_index == p_len - 1)  
                        state <= 2;
		        end
                else begin
                    s_index <= 1 + s_index - p_index;
                    p_index <=  0;
                    if(p_len > s_len - s_index + 2 )  
                        state <= 3;
                end
              end  
            2:begin  
                    if(space_start  ==  1)  
                        match_index <= s_index - p_index  ;
                    else        
                        match_index <= s_index - p_index - 1;
                    valid <= 1;
                    match <= 1;
                    state <= 0; 
                    space_start <= 0 ; 
                    s_index <= 0;
                    p_len <= 0;
                    p_index <= 0;   
                    new_string <= 1;       
              end
            3:begin  
                    valid <= 1;
                    match <= 0;
                    state <= 0;
                    space_start <= 0 ; 
                    s_index <= 0;                    
                    p_len <= 0;
                    p_index <= 0;
                    new_string <= 1;
              end  
        endcase
    end 
end
endmodule  
==> /design/flow/run.sh <==
#!/bin/bash
# OpenROAD 26Q1-2900-gdf79404cd8, Yosys 0.63+post, stock flow scripts
make -C /OpenROAD-flow-scripts/flow DESIGN_CONFIG=/design/flow/config.mk WORK_HOME=/design/flow/orfs finish
==> /design/flow/config.mk <==
export PLATFORM = sky130hd
export DESIGN_NAME = SME
export DESIGN_NICKNAME = SME
export VERILOG_FILES = /design/flow/design.v
export SDC_FILE = /design/flow/constraint.sdc
export NUM_CORES = 4
export LEC_CHECK = 1
export CORE_UTILIZATION = 30
==> /design/flow/constraint.sdc <==
current_design SME

set clk_period 12.0
set clk_io_pct 0.2

create_clock -name clk0 -period $clk_period [get_ports {clk}]

set non_clock_inputs [all_inputs -no_clocks]
set_input_delay [expr $clk_period * $clk_io_pct] -clock clk0 $non_clock_inputs
set_output_delay [expr $clk_period * $clk_io_pct] -clock clk0 [all_outputs]
==> out/qor.yml <==
clock-root-buffer: "clkbuf_16"
min_path_type: "reg -> reg"
timing.max_cap.violations: 0
post_cts_hold_buffer_count: 0
htreeDepth: 2
final_cell_mix: "edfxtp_1 (341), mux2i_1 (91), nor2_1 (74), clkbuf_16 (40), nand2_1 (36)"
tightest_slew_ps: 968
timing.reg2reg.setup_slack_ps: 7250
ctsLongestPathBuffers: 3
grtUsageTotal: 0.144
area_growth_syn_to_layout_pct: 12.6
wirelength_um: 37800
port_buffers: 18
synth.avg_cell_area_um2: 15.9
design.core.area_um2: 54200
count_of_filler_cells_inserted_in_the_layout: 5085
antenna_found_initial: 0
worst_slew_margin_rel: 0.353
dr.first_iter.drc_count: 533
worst_path_cell_chain: "clkdlybuf4s50_1 -> or2_1 -> nor2_1 -> o21bai_1 -> nor2_1 -> nand3b_1 -> nor2_1"
tritoncts: "built"
synth.top_cell.area_share: 0.617
drc: 0
pin_count_of_the_biggest_net_entering_global_routing: 43
core.rowCount: 85
route.antenna.remaining_nets: 0
postcts_setup_bufs: 0
crit_start: "isstring"
maxClockFrequency_mhz: 200
vias: 9122
drt-wirelength-per-cell_um: 20.9
yosysCellCount: 1046
worstPathArrival_ps: 5160
crit_path_end: "Str[13][1]$_DFFE_PP_"
io_pins: 19
warnings: 34
route.detailed.vias_per_inst: 5.05
chipWidth_um: 237
yosysSeqAreaShare: 0.661
critical-path-max-stage-delay_ps: 650
hpwlAfterDp_um: 25100
count_of_flip_flops_with_a_built_in_enable_after_synthesis: 341
fraction_of_layout_instances_using_a_drive_strength_above_1: 0.120
post_cts.resized_instances: 0
crit_path_frequent_cell: "nor2_1"
worst_clock_skew_ps: 19.1
p_total_mw: 2.95
category_of_the_worst_setup_path_capture_point: "register"
synth-async-reset-ratio: 0
power_leakage_nw: 5.81
crit_path_start_kind: "primary input"
die-area_um2: 56300
clk_lat_worst_skew_ps: 540
globalRoute.totalOverflow: 0
die_outline_height_um: 237
ir_worst_vdd_uv: 122
worst-endpoint-required_ps: 12160
cts.sink_count: 377
detailed_routing_iteration_count_for_the_pre_antenna_repair_pass: 5
crit_path_top_delay_cell: "nor2_1"
finalHoldViolCount: 0
run_status: "finished clean"
setup_viol: 0
final_period_minus_worst_setup_slack_ps: 5000
post-synth-top-area-cell: "edfxtp_1"
final_max_slew_viol_count: 0
initCoreUtil: 0.306
topCellsByArea: "edfxtp_1 (62%), mux2i_1 (5.5%), dfxtp_1 (4.3%)"
rsz_0062_raised_after_global_routing: "false"
worst_r2r_path_depth: 12
hold_path_startpoint: "valid$_SDFFE_PP0P_"
post_synthesis_cell_area_um2: 16600
path_clk_slew_ps: 60
grt_pass1_wl_um: 57200
yosysChipArea_um2: 16600
tritoncts.num_buffers: 39
timing.critical_path.fanout_max: 14
gp_congestion: 0.940
ys.warnings.count: 1
grt_pass1_vias: 9765
insertedDiodeCount: 0
finalClockPeriodUsage: 0.417
power_density_over_cell_area_nw_per_um2: 158
synth_top_flop_cell: "edfxtp_1"
crit_type: "in -> reg"
setup_tns_ps: 0
synth_cells: 1046
seq_cells_post_synth: 377
final_layout_top_logic_cell: "edfxtp_1"
netlist-cell-type-count: 68
metrics by stage:
stage	hold slack [ps]	area (um^2)	setup slack [ps]	utilization	cells
global placement	487	17400	6550	0.321	1735
CTS	492	18700	7080	0.344	1806
finish	491	18700	7000	0.344	1806
global route	510	18700	6860	0.344	1806
floorplan	431	16600	7650	-	1046
detailed placement	478	17400	6500	0.321	1735
sequential cells by signal (all words and copies together) (netlist names), named ones only:
| name | flops |
|---|---|
| s_len | 6 |
| p_len | 4 |
| p_index | 4 |
| pattern | 64 |
| space_start | 1 |
| match_index | 5 |
| new_string | 1 |
| state | 3 |
| match | 1 |
| s_index | 6 |
| Str | 272 |
| valid | 1 |
power by group:
| group | switching, mW | internal [mW] | total, mW |
|---|---|---|---|
| combinational | 0.186 | 0.0964 | 0.283 |
| sequential | 0.0139 | 1.47 | 1.48 |
| clock | 0.492 | 0.699 | 1.19 |
| total | 0.692 | 2.26 | 2.95 |
area by class of cell:
| class | instances | area [um^2] | area share |
|---|---|---|---|
| flip-flops and latches | 377 | 11000 | 0.587 |
| multi-input cells | 594 | 5120 | 0.274 |
| clock buffers | 44 | 1020 | 0.0544 |
| well taps | 696 | 871 | 0.0466 |
| repair buffers | 40 | 345 | 0.0185 |
| clock inverters | 27 | 258 | 0.0138 |
| inverters | 28 | 105 | 0.00563 |
how the worst min path moves through the flow:
stage                                 to  slack [ps]  cells past startpoint
after CTS             valid$_SDFFE_PP0P_         490                      2
after global routing  valid$_SDFFE_PP0P_         510                      2
final                 valid$_SDFFE_PP0P_         490                      2
synthesized netlist by cell type (13+ instances only):
| master | n |
|---|---|
| mux2i_1 | 91 |
| nand2_1 | 36 |
| nand2b_1 | 20 |
| mux4_2 | 29 |
| nand3_1 | 15 |
| and2_1 | 30 |
| edfxtp_1 | 341 |
| o21ai_0 | 14 |
| nor2b_1 | 16 |
| dfxtp_1 | 36 |
| inv_1 | 28 |
| a21oi_1 | 33 |
| nor2_1 | 74 |
| ha_1 | 33 |
| a22oi_1 | 34 |
| xnor2_1 | 13 |
| mux4_1 | 19 |
| xor2_1 | 20 |
routing by layer:
metal  wire (um)  vias to the layer above  track usage
li1            -                     4138            -
met1       14200                     4452        0.174
met2       17400                      456        0.222
met3        5080                       76       0.0912
met4        1080                        0       0.0344
met5           0                        -            0
worst max-delay path, delay by kind of cell:
family                 cells  cell delay (ps)
and+or+nand+nor            5             1990
buffers and inverters      1              630
AOI/OAI and AO/OA          1              140
kinds of logic (layout without fill, tap and decap cells):
| group | Yosys count | after routing | share of synthesized area |
|---|---|---|---|
| DFF | 377 | 377 | 0.661 |
| adders and majority gates | 38 | 38 | 0.0309 |
| buffers and inverters | 75 | 139 | 0.0310 |
| muxes | 144 | 144 | 0.128 |
| xor gates and xnor gates | 33 | 33 | 0.0174 |
| and+or+nand+nor | 248 | 248 | 0.0781 |
| AOI/OAI and AO/OA | 131 | 131 | 0.0543 |
Power is estimated from default activity; no workload was simulated.
