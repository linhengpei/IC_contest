**flow/run.sh**
```bash
#!/bin/bash
# OpenROAD 26Q1-2900-gdf79404cd8, Yosys 0.63+post, stock flow scripts
make -C /OpenROAD-flow-scripts/flow DESIGN_CONFIG=/design/flow/config.mk WORK_HOME=/design/flow/orfs finish
```
**flow/config.mk**
```make
export PLATFORM = sky130hd
export DESIGN_NAME = CONV
export DESIGN_NICKNAME = CONV
export VERILOG_FILES = /design/flow/design.v
export SDC_FILE = /design/flow/constraint.sdc
export NUM_CORES = 4
export LEC_CHECK = 1
export CORE_UTILIZATION = 30
```
**flow/constraint.sdc**
```tcl
current_design CONV

set clk_period 22.1
set clk_io_pct 0.2

create_clock -name clk0 -period $clk_period [get_ports {clk}]

set non_clock_inputs [all_inputs -no_clocks]
set_input_delay [expr $clk_period * $clk_io_pct] -clock clk0 $non_clock_inputs
set_output_delay [expr $clk_period * $clk_io_pct] -clock clk0 [all_outputs]
```
**flow/design.v**
```verilog
`timescale 1ns/10ps
module  CONV(clk,		reset,	busy,	ready,	 iaddr,	idata,	cwr, caddr_wr, cdata_wr, crd, caddr_rd ,cdata_rd ,csel);
input		clk;
input		reset;
output  reg	busy;	
input		ready;	
output  reg [11:0] iaddr;
input  signed [19:0] idata;   
output  reg             cwr;
output  reg [11:0] caddr_wr;
output  reg [19:0] cdata_wr;  
output  reg 	        crd;
output  reg [11:0] caddr_rd;
input	    [19:0] cdata_rd;  
output  reg [2:0]      csel;
parameter k0 = 20'h0A89E,
          k1 = 20'h01004,
          k2 = 20'hFA6D7,
          k3 = 20'h092D5,
          k4 = 20'hF8F71,
          k5 = 20'hFC834,
          k6 = 20'h06D43,
          k7 = 20'hF6E54,
          k8 = 20'hFAC19,
          bias = 20'h01310;
reg signed[19:0] temp ;
reg signed[39:0]sum;
wire signed[39:0]mul ;
assign mul = temp * idata;
reg [4:0] state;
reg [5:0]x,y;
wire [11:0] position ;
assign position = {y,x};
always@(posedge clk)begin
     if(reset)begin
          x <= 0;
          y <= 0;
          sum <= 0;
          state <= 0;
          busy <= 0;
          iaddr <= 0;
          cwr <= 0;
          caddr_wr <= 0;
          cdata_wr <= 0;
          crd <= 0;
          csel <= 0;
     end
     else begin
          case(state)
               0:begin
                    busy <= 1;
                 end
               1:begin
	               sum[35:16] <= bias;	
                    iaddr <= position - 65;
                    temp <= k0;
                 end
               2:begin
                    iaddr <= iaddr + 64;
                    temp <= k1;
                    if(x != 0 && y != 0)
                         sum <= sum + mul ;
                 end
               3:begin
                    iaddr <= iaddr + 64;
                    temp <= k2;
                    if(x != 0 )
                         sum <= sum + mul ;
                 end  
               4:begin
                    iaddr <= iaddr -127;
                    temp <= k3;
                    if(x != 0 && y != 63)
                         sum <= sum + mul;
                 end 
               5:begin
                    iaddr <= iaddr + 64;
                    temp  <= k4;
                    if(y != 0 )
                         sum <= sum + mul;
                 end 
               6:begin
                    iaddr <= iaddr + 64;
                    temp <=  k5;
                    sum <= sum + mul;
                 end   
               7:begin
                    iaddr <= iaddr -127;
                    temp <=  k6;
                    if(y != 63 )
                         sum <= sum + mul;
                 end   
               8:begin
                    iaddr <= iaddr + 64;
                    temp <= k7;
                    if(x != 63 && y != 0 )
                         sum <= sum + mul;
                 end   
               9:begin
                    iaddr <= iaddr + 64;
                    temp <= k8;
                    if(x != 63 )
                         sum <= sum + mul;
                 end     
               10:begin
                    if(x != 63 && y != 63 )
                         sum <= sum + mul;
                 end   
              11:begin    
                    cwr <= 1;
                    caddr_wr <= position;
                    csel <= 1;
                    cdata_wr <= 0;
                    if( sum >= 0)begin
                         if(sum[15] == 1)  
                              cdata_wr <= sum[35:16] +1;
                         else
                              cdata_wr <= sum[35:16] ;
                    end                           
                    end 
             12:begin
                    cwr <= 0;
                    sum <= 0;
                    x <= x+1;
                    if(x==63)
                         y <= y+1;
                    end  
             13 : begin
                    csel <= 1;
                    crd <= 1;
                    caddr_rd <= position;
                    end
            14 : begin
                    caddr_rd <= caddr_rd + 64;
                    cdata_wr <= cdata_rd;
                    end
            15 : begin
                    caddr_rd <= caddr_rd - 63;
                    if(cdata_rd > cdata_wr)
                         cdata_wr <= cdata_rd;
                    end
           16 : begin
                    caddr_rd <= caddr_rd + 64;
                    if(cdata_rd > cdata_wr)
                         cdata_wr <= cdata_rd;
                    end
            17 : begin
                    crd <= 0;
                    if(cdata_rd > cdata_wr)
                         cdata_wr <= cdata_rd;
                    end   
            18 : begin  
                    csel <= 3;
                    cwr <= 1;
                    caddr_wr <= { y[5:1], x[5:1]};
                  end
            19: begin                             
                    cwr <= 0;
                    x <= x + 2;
                    if(x == 62)begin
                         if(y == 62)
                              busy <= 0;
                         else     
                              y <= y + 2;
                    end
                end
     endcase
          state <= state + 1 ; 
          case(state)
               12 : if(position != 4095) state <= 1; 
               19 : state <= 13;    
	     endcase
          end     
     end
endmodule
```
==> summary.txt <==
Latest figures from synthesis and place and route.

The kind of start point of the critical path is an input port. The transition time recorded at the tightest slew-check pin is 0.861 ns. Among the non-sequential cells, adder cells take the most area. The area share of and/or/nand/nor cells after synthesis is 14.2%. The total area of multi-input combinational cells is 17,600 um2. The via count of the first global-routing pass was 17,801. The final tally of setup violations is 0. Of the cells placed in the final design, the portion with a size suffix greater than 1 is 3.21%.

The startpoint-to-endpoint class of the critical path is in -> reg. The synthesized netlist was found by Yosys to have 2,671 cells. The register area is 2990 um2. The chip footprint is 79,600 um2. The longest clock path from root to sink contains 2 buffers.

Per the OpenROAD floorplan log, the height of the die is 282 um. The number of optimization iterations in the first detailed-route pass is 4. The final estimated routing congestion in global placement is 0.895. The tool warning count is 44. According to the floorplan report, the placeable core area is 77,600 um2. Counting flops and latches in the post-synthesis netlist gives 135. The number of antenna violations at the first check in global routing is 2. STA puts the critical path data required time at 22.42 ns. The number of top-level pins is 105.

The headroom to the max-slew limit is 42.4%. For this run, the detailed router reports a per-instance via density of 4.54. CTS built an H-tree with a depth of 4.

Across all layers, the routed design uses 17,034 vias. The most frequent standard cell in the layout excluding fill and tap cells is sky130_fd_sc_hd__inv_1. The share of Yosys cell area claimed by the top area cell type is 37.0%. Detailed placement ended at an HPWL of 45,200 um.

For this run, the script counts the antenna cells in the layout as 0. The number of setup buffers added after CTS is 0. The layout has 8,044 filler cells. The area growth from synthesis to final layout is 11.3%. The wire length recorded after detailed routing is 55,000 um. Hold repair after CTS inserted 0 buffers. The max-capacitance violation count is 0.

The number of distinct standard cells referenced by the synthesized netlist is 78. The final critical path takes up 54.6% of the cycle. Yosys attributes the largest share of cell area to sky130_fd_sc_hd__fa_1 37%, sky130_fd_sc_hd__inv_1 10%, sky130_fd_sc_hd__ha_1 9.2%. The starting density of the core is 30.4%. Summing the areas of all fa, ha and maj instances in the mapped netlist gives 46.2% of the synthesized area. The most common logic cells in the final layout are 641 x sky130_fd_sc_hd__inv_1, 435 x sky130_fd_sc_hd__fa_1, 250 x sky130_fd_sc_hd__nand2_1, 174 x sky130_fd_sc_hd__ha_1, 172 x sky130_fd_sc_hd__and2_1. Yosys reports the multiplexer fraction of the synthesized area as 0.382%.

For reference, the placement row count at floorplan is 102. At the worst endpoint, the arrival time is 12.40 ns. TritonRoute reported its final design rule violation total as 0. The run finished with clean final reports.

Looking at area per cell type in the netlist, the leader is sky130_fd_sc_hd__fa_1. The setup TNS after final layout is 0 ns. The launch point of the worst register-to-register path is recorded as temp[18]. The wire length of the first global-routing pass is 94,700 um. The final timing report lists a hold violation count of 0. The predominant post-synthesis flop cell is sky130_fd_sc_hd__dfxtp_1. The finished layout reports a core utilization of 33.8%. After synthesis the cells add up to 23,600 um2. Clock latency on the worst-skew pair, taken at its later pin, is 0.43 ns. The total clock sinks is 135. The clock-pin slew of the registers on the worst-case setup and hold paths is 0.06 ns.

The chip area line in the Yosys stat output reads 23,600 um2. The final clock skew is 0.00912 ns. In this run the clock root is driven by a sky130_fd_sc_hd__clkbuf_16. In this run the remaining antenna-violating nets after routing total 0.

The count of flip-flops with a built-in enable after synthesis is 29. The number of cells on the worst reg-to-reg path is 22. The async set-reset flop share out of synthesis is 0%. The DRC marker count from the first detailed-route iteration is 787. OpenSTA lists the critical path endpoint as sum[38]. Counting every instance in the synthesized netlist gives 2,671. The sum of overflow across all layers after global routing is 0.

The highest clock rate is 0.0828 GHz. The count of yosys warnings during synthesis is 1. The critical path capture point type is a register. Per the synthesis report, the XOR/XNOR share of the synthesized area is 3.64%. The largest net degree at the start of global routing is 50. The number of port buffers is 102.

Each instance of the synthesized netlist takes up on average 8.82 um2. The number of pins exceeding their max-slew limit in the final report is 0. Counting the buffers created by CTS gives 17. Setup repair after global routing left no endpoint under its margin.

The worst-case register-to-register setup slack is 14.46 ns. For the worst reg-to-reg path, the endpoint reported by OpenROAD is sum[38]. According to the timing report, the critical path is launched from idata[5]. The report shows a maximum critical-path fanout of 17. The cell-mix breakdown from Yosys lists the compound-gate area share as 10.2%. The final critical path time including I/O delays and setup is 12.08 ns. Measured along the x axis, the die boundary spans 282 um. TritonCTS built the clock tree. The global routing usage summed across all routing layers is 15.5%. For this sky-water flow run, the detailed-routed wirelength per cell is reported as 14.7 um. The type recorded for the worst min-delay path is reg -> reg. The sequential element share of the synthesized area is 12.7%. The number of gates resized after CTS is 0.
[logic make-up after synthesis]
group,after synthesis
compound gates,354
xor+xnor,98
fa+ha+maj,609
buf+inv,773
flops,135
mux,9
other cells,1
simple gates,692
[area by class of cell]
type | count | area share (%)
sequential | 135 | 11.4
multi-input combinational | 1763 | 67.2
timing repair buffer | 140 | 4.97
clock inverter | 12 | 0.473
tap | 1040 | 4.96
clock buffer | 20 | 1.79
inverter | 643 | 9.21
[critical path: stages]
cell,delay (ns)
sky130_fd_sc_hd__clkdlybuf4s50_1,0.92
sky130_fd_sc_hd__nand2_1,0.28
sky130_fd_sc_hd__fa_1,0.71
sky130_fd_sc_hd__inv_1,0.17
sky130_fd_sc_hd__fa_1,0.85
sky130_fd_sc_hd__fa_1,0.52
sky130_fd_sc_hd__fa_1,0.58
sky130_fd_sc_hd__fa_1,0.44
sky130_fd_sc_hd__fa_1,0.50
sky130_fd_sc_hd__inv_1,0.05
sky130_fd_sc_hd__fa_1,0.48
sky130_fd_sc_hd__inv_1,0.04
sky130_fd_sc_hd__ha_1,0.37
sky130_fd_sc_hd__a21o_1,0.26
sky130_fd_sc_hd__a21o_1,0.18
sky130_fd_sc_hd__a21o_1,0.22
sky130_fd_sc_hd__a211oi_1,0.31
sky130_fd_sc_hd__o311a_1,0.38
sky130_fd_sc_hd__o211ai_1,0.19
sky130_fd_sc_hd__a31oi_1,0.25
sky130_fd_sc_hd__xnor2_1,0.09
sky130_fd_sc_hd__a22o_1,0.18
[synthesized netlist by cell type, drive strengths merged, types with 30 or more instances]
library cell	n
inv	642
fa	435
nand2	251
ha	174
and2	172
nor2	132
dfxtp	106
clkbuf	103
a21oi	88
xnor2	69
o21ai	58
a211oi	54
nor3	31
nand3	30
[worst min path at each step]
stage	slack, ns	endpoint	cells past startpoint	start
global route	0.49	caddr_wr[4]	2	caddr_wr[4]
finish	0.46	caddr_wr[4]	2	caddr_wr[4]
CTS	0.47	caddr_wr[4]	2	caddr_wr[4]
[registers in the layout, indices dropped and copies added (netlist names), 2 cells and up]
name / cells
state: 5
temp: 17
caddr_wr: 12
iaddr: 12
csel: 2
cdata_wr: 20
caddr_rd: 12
y: 6
x: 6
sum: 40
[metal layers]
layer | vias to the layer above | wire length (um) | track usage (%)
li1 | 8251 | - | -
met5 | - | 27 | 0
met2 | 376 | 24500 | 23.5
met3 | 39 | 3150 | 3.66
met1 | 8364 | 26700 | 24.0
met4 | 4 | 626 | 1.39
[through the flow]
stage / area (um2) / hold slack, ns / instances / setup slack, ns
6_report: 26200 / 0.463 / 3753 / 10.02
5_1_grt: 26200 / 0.492 / 3753 / 9.64
4_1_cts: 26200 / 0.467 / 3753 / 10.03
3_5_place_dp: 25600 / 0.456 / 3721 / 9.62
3_3_place_gp: 25600 / 0.451 / 3721 / 9.58
2_1_floorplan: 23600 / 0.422 / 2671 / 10.76
