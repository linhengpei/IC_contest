==> design.v <==
module DT(
	input 			clk, 
	input			reset,
	output	reg		done ,
	output	reg		sti_rd ,
	output	reg 	[9:0]	sti_addr ,
	input		    [15:0]	sti_di,
	output	reg		res_wr ,
	output	reg		res_rd ,
	output	reg 	[13:0]	res_addr ,
	output	reg 	[7:0]	res_do,
	input		[7:0]	res_di
	);
reg [3:0]state ;
reg [3:0]counter ;
always@(posedge clk)begin
	if(reset == 0)begin
	    counter <= 14;
		state <= 0;
		sti_rd <= 0;			
		res_wr <= 0;
		res_rd <= 0;
		res_addr <= 0;
		res_do <= 0;
		done <= 0;
	end 
	else begin
		case(state)
			0:begin   
				sti_rd <= 1;
				sti_addr <= 0;
				state <= state + 1;
			  end
			1:begin
                if(sti_di[counter] == 0)begin   
					res_wr   <= 1;
					res_do   <= 0;
					res_addr <= res_addr + 1 ;					
				end		
				else begin                      
					res_rd <= 1;
					res_wr <= 0;
					state <= state + 1;
                end
				counter <= counter - 1;
				if(counter == 0)begin
                    if(sti_addr == 1023) begin
					 	state <= 6;
						counter <= 1;
					end	
					else	
					 	sti_addr <= sti_addr + 1;
				end
			  end  
			2:begin  
			    	res_do <= res_di ;
					res_addr <=  res_addr - 128;
					state <= state + 1;
			   end
			3:begin
					if( res_di < res_do)
			    		res_do <= res_di ;
					res_addr <=  res_addr + 1;
					state <= state + 1;
			   end
			4:begin
			    	if( res_di < res_do)
			    		res_do <= res_di ;
					res_addr <=  res_addr + 1;
					state <= state + 1;
			   end   
			5:begin  
					if( res_di < res_do)
			    		res_do <= res_di + 1  ;
					else	
					    res_do <= res_do + 1  ;	
                    res_wr   <= 1;
					res_addr <=  res_addr + 127;
					state <= 1;
			   end
            6:begin
					if(sti_di[counter] == 0)begin   
						res_wr   <= 1;
						res_do   <= 0;
						res_addr <= res_addr - 1 ;
					end		
					else begin                      
						res_rd <= 1;
						res_wr <= 0;
						state <= state + 1;
					end
					counter <= counter + 1;
					if(counter == 15)begin
						if(sti_addr == 0) begin
							done <= 1;
						end	
						else	
							sti_addr <= sti_addr - 1;
					end
				end
			7:begin  
					res_do <= res_di;
					res_addr <= res_addr + 128;
					state <= state + 1;
				end
			8:begin
					if(res_di < res_do)
						res_do <= res_di;     
					res_addr <= res_addr -1;	
					state <= state + 1; 
				end
			9:begin
					if(res_di < res_do)
						res_do <= res_di;   
					res_addr <= res_addr - 1;	
					state <= state + 1; 
				end   
			10:begin
					if(res_di < res_do)
						res_do <= res_di; 
					res_addr <= res_addr - 127;
					state <= state + 1; 
				end
			11:begin  
					res_wr <= 1; 
                    if(res_di < res_do +1 )
						res_do <= res_di ;
					else 
					   	res_do <= res_do +  1;
                    state <= 6;
				end   
		endcase
	end
end
endmodule  
==> run.sh <==
#!/bin/bash
# OpenROAD 26Q1-2900-gdf79404cd8, Yosys 0.63+post, stock flow scripts
make -C /OpenROAD-flow-scripts/flow DESIGN_CONFIG=/design/flow/config.mk WORK_HOME=/design/flow/orfs finish
==> config.mk <==
export PLATFORM = sky130hd
export DESIGN_NAME = DT
export DESIGN_NICKNAME = DT
export VERILOG_FILES = /design/flow/design.v
export SDC_FILE = /design/flow/constraint.sdc
export NUM_CORES = 4
export LEC_CHECK = 1
export CORE_UTILIZATION = 50
==> constraint.sdc <==
current_design DT

set clk_period 8.3
set clk_io_pct 0.2

create_clock -name clk0 -period $clk_period [get_ports {clk}]

set non_clock_inputs [all_inputs -no_clocks]
set_input_delay [expr $clk_period * $clk_io_pct] -clock clk0 $non_clock_inputs
set_output_delay [expr $clk_period * $clk_io_pct] -clock clk0 [all_outputs]
==> impl_report.txt <==
RUN METRICS
----------------------------------------------------
[Global routing]
  Pin count of the biggest net entering global routing ........................ 37
  Antenna violations before repair ........................ 0
  Total congestion overflow ........................ 0
  First-pass GRT wire length ........................ between 15000 and 20000 um
  GR Util All Layers ........................ ~25%
  Number of global-route vias before repair ........................ 3724

[Clock network]
  CTS Hold Bufs ........................ 0
  Clock tree from TritonCTS ........................ done
  Setup repair bufs after CTS ........................ 0
  Clock tree root buffer cell ........................ sky130_fd_sc_hd__clkbuf_8
  Clk sink count ........................ 44
  H-tree depth ........................ 2
  Clock network latency to the later pin of the worst-skew pair ........................ 0.31 ns
  # resized after CTS ........................ 0
  Clock edge transition at the registers on the reported setup and hold paths ........................ 0.10 ns
  Clock buffer depth ........................ 2
  Clock buffers created by TritonCTS ........................ 5

[Synthesis]
  Ys flop type ........................ sky130_fd_sc_hd__dfxtp_1
  Number of storage elements in the synthesis netlist ........................ between 40 and 50
  Synth top cells by count ........................ 49 x sky130_fd_sc_hd__nor2_1, 48 x sky130_fd_sc_hd__o21ai_0, 43 x sky130_fd_sc_hd__ha_1, 38 x sky130_fd_sc_hd__nand2_1, 34 x sky130_fd_sc_hd__dfxtp_1
  Number of cells in Yosys stat ........................ 545
  Number of flops mapped to enable cells by yosys ........................ 10
  Synth Warn # ........................ 1
  Synth top area share ........................ between 15 and 20%
  Unique cell type count in the Yosys netlist ........................ just under 70
  Main area contributors ........................ sky130_fd_sc_hd__dfxtp_1 15%, sky130_fd_sc_hd__ha_1 12%, sky130_fd_sc_hd__edfxtp_1 6.8%
  Synthesized area divided by synthesized cell count ........................ just over 8 um^2
  Most repeated cell in the gate-level netlist after synthesis ........................ sky130_fd_sc_hd__nor2_1
  Post-synth seq share ........................ approximately 22%
  Synth Instances ........................ ~550
  Post-synthesis chip area from yosys ........................ 0.00444 mm^2
  Netlist area before placement ........................ between 0.004 and 0.005 mm^2
  FFs w/ async S/R, synth ........................ 0%
  Biggest area consumer among synthesized cells ........................ sky130_fd_sc_hd__dfxtp_1

[Critical path]
  FF-to-FF setup slack ........................ ~4.4 ns
  Required @ worst endpoint ........................ 8.47 ns
  Data arrival time at the worst-slack endpoint ........................ ~4.6 ns
  R2R Path End ........................ res_addr[13]
  Worst Setup End Kind ........................ register
  Crit-path max FO ........................ 9
  Depth of the worst register-to-register path ........................ 11
  Startpoint-to-endpoint class of the critical path ........................ in -> reg
  Startpoint type of the worst setup path ........................ input pin
  Reg-to-reg startpoint ........................ state[0]

[STA]
  Setup TNS after final layout ........................ 0 ns
  Final worst clock skew ........................ 0.0110 ns
  Share of the clock period used by the worst path ........................ between 50% and 60%
  Maximum clock rate ........................ 224 MHz
  Final period demand of the worst path ........................ around 4.5 ns
  Headroom to the max-slew limit ........................ 46.5%
  Slew of the pin with the lowest slew margin ........................ 0.803 ns
  Final number of hold-violating endpoints ........................ 0
  Final setup vio count ........................ 0
  Pins Over Slew Limit ........................ 0
  Setup repair after global routing missed its margin ........................ false

[Place]
  Routability congestion estimate ........................ 0.867
  DP HPWL ........................ ~7900 um
  Port Buffer Count ........................ about 61
  Dpl cells ........................ 694

[Layout]
  Number of cells in the finished layout apart from fillers ........................ around 700
  Layout filler cell count ........................ around 790
  Area growth from synthesis to layout ........................ 16.2%
  Fraction of layout cells with a size suffix above 1 ........................ 5.72%

[Floorplanning]
  Core Footprint ........................ a little under 0.009 mm^2
  Die Outline Area ........................ 0.00927 mm^2
  Number of cell rows ........................ 34
  Ports ........................ between 60 and 70
  Initial core utilization ........................ around half
  Chip Width ........................ approximately 96 um
  Die y size ........................ between 90 and 100 um

[Route]
  Ant. Diodes ........................ 0
  Detail Route Antenna Nets ........................ 0
  Pre-antenna DRT Iters ........................ 6
  Post-DR wirelength/cell ........................ approximately 15 um
  Via Count ........................ between 4000 and 5000
  First-iteration detailed-routing DRC count ........................ roughly 200
  Remaining DRCs ........................ 0
  Detailed-route wire length ........................ between 10000 and 15000 um
  Avg Vias per Cell ........................ about 5.8

[Min path]
  Startpoint of the most critical hold path ........................ res_addr[13]
  Worst hold path type ........................ reg -> reg
  Instance count along the most critical hold path ........................ 2
  Hold endpoint ........................ res_addr[13]

[Power and ir drop]
  Pwr/cell area ........................ roughly 300 mW/mm^2
  Leakage power ........................ roughly 2 nW
  Max VDD drop ........................ 0.000137 V

[Job]
  Stage-log warning count ........................ 31
  Number of maximum-capacitance violations ........................ 0

[Status]
  Result of the run ........................ finished clean

----------------------------------------------------
[flip-flops by register name, summed over array words and instances, names as in the netlist]
signal    flops
counter       4
done          1
res_rd        1
sti_addr     10
res_do        8
res_wr        1
res_addr     14
state         4
sti_rd        1
[per-stage QoR]
step / utilization [%] / hold WS [ns] / setup slack [ns] / area [um^2] / total power, mW
finish: 59.5 / 0.475 / 3.84 / 5160 / 1.55
global route: 59.5 / 0.498 / 3.62 / 5160 / 1.71
CTS: 59.5 / 0.480 / 3.87 / 5160 / 1.56
detailed placement: 58.5 / 0.459 / 3.53 / 5080 / 1.41
global placement: 58.5 / 0.449 / 3.58 / 5080 / 1.40
floorplan: - / 0.418 / 4.50 / 4440 / 1.13
[cells in the final DEF (no fill, tap or decap), types with 10 or more instances in the layout]
cell type                         instances
sky130_fd_sc_hd__inv_1                   25
sky130_fd_sc_hd__ha_1                    43
sky130_fd_sc_hd__xor2_1                  10
sky130_fd_sc_hd__a31oi_1                 13
sky130_fd_sc_hd__o21ai_0                 48
sky130_fd_sc_hd__a21oi_1                 33
sky130_fd_sc_hd__nor3_1                  15
sky130_fd_sc_hd__edfxtp_1                10
sky130_fd_sc_hd__xnor2_1                 20
sky130_fd_sc_hd__clkdlybuf4s50_1         61
sky130_fd_sc_hd__dfxtp_1                 34
sky130_fd_sc_hd__mux2i_1                 15
sky130_fd_sc_hd__nor2_1                  49
sky130_fd_sc_hd__and2_1                  11
sky130_fd_sc_hd__nand2_1                 38
sky130_fd_sc_hd__nand3_1                 17
[worst max-delay path, stage by stage]
cell and delay (ns):
sky130_fd_sc_hd__clkdlybuf4s50_1 0.65, sky130_fd_sc_hd__ha_1 0.31, sky130_fd_sc_hd__a2111oi_0 0.51, sky130_fd_sc_hd__nor2b_1 0.19
sky130_fd_sc_hd__o21ai_0 0.13, sky130_fd_sc_hd__nand2_1 0.38, sky130_fd_sc_hd__mux2_2 0.39, sky130_fd_sc_hd__a222oi_1 0.32
sky130_fd_sc_hd__a21oi_1 0.11
[cell type report]
cell class	instances	area, um^2	share of cell area [%]
Clock inverter	2	12.5	0.242
Tap cell	108	135	2.62
Sequential cell	44	981	19.0
Inverter	26	97.6	1.89
Clock buffer	6	72.6	1.41
Timing Repair Buffer	66	648	12.6
Multi-Input combinational cell	450	3220	62.3
[cells by family (layout without fill, tap and decap cells)]
family	Yosys count	count (layout)	synth area share [%]
AND/OR/NAND/NOR	180	180	20.0
AND-OR/OR-AND	171	171	26.0
buffers and inverters	51	100	5.52
adder cells (fa/ha/maj)	45	45	13.0
flip-flops	44	44	22.1
XOR/XNOR	30	30	5.91
multiplexers	24	24	7.52
[routing by layer]
layer	vias up	track usage, %	routed length [um]
li1	2121	-	-
met1	1880	37.1	5290
met2	86	39.8	4870
met3	15	2.17	409
met4	0	2.99	155
met5	-	0	0
[worst max-delay path by stage]
stage                      from   endpoint  slack (ns)  cells past startpoint
after CTS             res_di[5]  res_do[1]        3.87                      9
after global routing  res_di[5]  res_do[1]        3.62                      9
final                 res_di[5]  res_do[1]        3.84                      9
[power breakdown]
part	internal (mW)	leakage [nW]	switching [mW]
sequential	0.299	0.376	0.101
combinational	0.475	1.58	0.536
clock	0.0591	0.0412	0.0822
Power is estimated from default activity; no workload was simulated.
